$ cat /design/flow/constraint.sdc
current_design debouncer

set clk_period 2.5
set clk_io_pct 0.2

create_clock -name clk0 -period $clk_period [get_ports {aclk}]

set non_clock_inputs [all_inputs -no_clocks]
set_input_delay [expr $clk_period * $clk_io_pct] -clock clk0 $non_clock_inputs
set_output_delay [expr $clk_period * $clk_io_pct] -clock clk0 [all_outputs]
$ cat /design/flow/config.mk
export PLATFORM = sky130hd
export DESIGN_NAME = debouncer
export DESIGN_NICKNAME = debouncer
export VERILOG_FILES = /design/flow/design.v
export SDC_FILE = /design/flow/constraint.sdc
export NUM_CORES = 4
export LEC_CHECK = 1
export CORE_AREA = 10 10 76 76
export DIE_AREA = 0 0 86 86
$ cat /design/flow/design.v
`timescale 1 ns / 1 ps
`default_nettype none
module debouncer
    #(
    parameter DEB_TIME = 100         
    )(
    input  wire aclk,                
    input  wire arstn,               
    input  wire button,              
    output reg  button_debounced     
    );
    reg [1:0] button_2ffd;
    wire      button_xnored;
    reg ffd;
    localparam TIMER_WIDTH = $clog2(DEB_TIME);
    reg [TIMER_WIDTH-1:0] timer;
    always @ (posedge aclk or negedge arstn) begin
        if (arstn == 1'b0) begin
            button_2ffd <= 2'b0;
        end
        else begin
            button_2ffd <= {button_2ffd[0], button};
        end
    end
    always @ (posedge aclk or negedge arstn) begin
        if (arstn == 1'b0)
            ffd <= 1'b0;
        else
            ffd <= button_2ffd[1];
    end
    assign button_xnored = button_2ffd[1] ~^ ffd;
    always @ (posedge aclk or negedge arstn) begin
        if (arstn == 1'b0) begin
            timer <= {TIMER_WIDTH{1'b0}};
            button_debounced <= 1'b0;
        end
        else begin
            if (button_xnored) begin
                if (~&timer)
                    timer <= timer + 1'b1;
                if (timer >= DEB_TIME)
                    button_debounced <= button_2ffd[1];
            end
            else
                timer <= {TIMER_WIDTH{1'b0}};
        end
    end
endmodule
`resetall
$ cat /design/flow/run.sh
#!/bin/bash
# OpenROAD 26Q1-2900-gdf79404cd8, Yosys 0.63+post, stock flow scripts
make -C /OpenROAD-flow-scripts/flow DESIGN_CONFIG=/design/flow/config.mk WORK_HOME=/design/flow/orfs finish
==> results_dict.tcl <==
# implementation run metrics
set metrics [dict create \
    status "finished, final reports clean" \
    hold_path.class "flop to flop" \
    synth_cells 45 \
    post_cts_buffers 0 \
    seq_area_um2 275 \
    p_leak_nw 0.260 \
    dr.pass1.iters 4 \
    num_io_pins 4 \
    finalHoldViolations 0 \
    tool_warnings 27 \
    powerDensity_mw_per_mm2 620 \
    cts.path.max_buffers 2 \
    die_x_um 86 \
    syn2layout_area_growth_pct 27.1 \
    crit_chain "clkdlybuf4s50_1" \
    cts.sinks 11 \
    slowest_stage "clkdlybuf4s50_1" \
    final_cell_mix "dfrtp_1, o21ai_0, a31oi_1" \
    yosys_register_bits 11 \
    drv_slew 0 \
    num_vias 369 \
    cts_root_buffer "clkbuf_8" \
    crit_path_max_incr_delay_ns 0.47 \
    tightest_slew_ns 0.503 \
    die_y_um 86 \
    relSlewSlack_pct 66.0 \
    drv_cap 0 \
    clkLatencyLatePin_ns 0.23 \
    vdd_drop_max_mv 0.165 \
    grt_pass1_vias 370 \
    track_usage_pct 2.66 \
    routed_wl_um 866 \
    core_area_mm2 0.00412 \
    fmaxAchievable_mhz 645 \
    total_power_mw 0.400 \
    drc 0 \
    r2r_start "timer[2]" \
    fin_util_pct 15.7 \
    drive_above_1_share_pct 15.4 \
    ctsHoldBuffers 0 \
    crit_family "buffers and inverters" \
    holdPathEnd "button_2ffd[1]" \
    worst_ep_arrival_time_ns 1.05 \
    ys_cells 45 \
    ys_warn_count 1 \
    start_kind "flop" \
    cts_htree_levels 1 \
    reg2reg_depth 3 \
    final.fill_count 451 \
    postRouteAntennaNets 0 \
    cts_buffers 3 \
    rows 23 \
    antenna_found_initial 0 \
    whs_path_depth 0 \
    rr_endpoint "button_debounced" \
    grt_pass1_wl_mm 1.61 \
    avgViaCountPerCell 3.62 \
    ys_seq_share_pct 54.2 \
    path_class "flop to output pin" \
    syn_area_um2 508 \
    grt_max_degree 12 \
    cts-resized-gates 0 \
    setup_viol 0 \
    clock-skew-final_ns 0.00189 \
    dp_hpwl_um 687 \
    grt_remaining_overflow 0 \
    period_needed_ns 1.55 \
    ys_chip_area_um2 508 \
    setup_tns_ns 0 \
    initialDrtViolationCount 33 \
    lay_top_count "dfrtp_1" \
    diodes 0 \
    netlist-cell-type-count 22 \
    cp_data_required_time_ns 2.00 \
    worstHoldStart "button_2ffd[0]" \
    ff2ff_setup_slack_ns 1.25 \
    post_drt_wl_per_cell_um 8.49 \
    comb_area_um2 225 \
    fp_util_pct 12.3 \
    rsz0062_at_grt "false" \
    io_buffers 3 \
    syn_avg_cell_area_um2 11.3 \
    crit_fanout 3 \
    worst_setup_path_end_kind "output pin" \
    cts_tree "built" \
    period_used_pct 62.0 \
    clk_pin_slew_ns 0.05 \
    gp_congestion 0.808 \
    die-area_mm2 0.00740 \
    path_buffers 1 \
]
[metal layers]
layer / wire (µm) / vias up / track usage [%]
met5: 0 / - / 0
met4: 0 / 0 / 0.299
met3: 96 / 0 / 2.19
met2: 351 / 8 / 3.52
met1: 418 / 179 / 3.32
li1: - / 182 / -
[synthesized netlist by cell type]
| cell type | number | area, µm² |
|---|---|---|
| and4_1 | 1 | 8.76 |
| a21oi_1 | 3 | 15.0 |
| xor2_1 | 1 | 8.76 |
| a211oi_1 | 1 | 7.51 |
| dfrtp_1 | 11 | 275 |
| a31oi_1 | 4 | 25.0 |
| and3_4 | 1 | 11.3 |
| ha_1 | 2 | 25.0 |
| and2_2 | 1 | 7.51 |
| o21ai_0 | 4 | 20.0 |
| nand4_1 | 1 | 6.26 |
| nand2_4 | 1 | 11.3 |
| nand2_1 | 3 | 11.3 |
| o211ai_1 | 1 | 7.51 |
| xnor2_1 | 1 | 8.76 |
| and4_4 | 1 | 11.3 |
| nand3_1 | 1 | 5.00 |
| nor3_1 | 2 | 10.0 |
| o311ai_0 | 1 | 8.76 |
| a211oi_2 | 1 | 12.5 |
| nor2_1 | 1 | 3.75 |
| inv_1 | 2 | 7.51 |
[layout make-up]
type	count	area share [%]
well taps	50	9.69
multi-input cells	32	34.9
inverters	2	1.16
flip-flops and latches	11	42.6
clock buffers	4	6.98
repair buffers	3	4.65
[flip-flops by register name, summed over array words and instances (netlist names)]
name,flops
timer,7
button_debounced,1
ffd,1
button_2ffd,2
[stage by stage]
step           area [µm²]  hold slack [ns]  worst slack (ns)  std cells
3_3_place_gp          601            0.336              1.19         98
6_report              646            0.346             0.949        102
4_1_cts               646            0.347             0.938        102
5_1_grt               646            0.347             0.884        102
2_1_floorplan         508            0.204              1.34         45
3_5_place_dp          601            0.336              1.19         98
[worst max path at each step]
stage / startpoint / to / slack (ns) / depth (start not counted)
finish: button_debounced / button_debounced / 0.95 / 1
global route: button_debounced / button_debounced / 0.88 / 1
CTS: button_debounced / button_debounced / 0.94 / 1
[power breakdown]
group	internal, mW	switching [mW]
Sequential	0.189	0.0118
Clock	0.111	0.0588
Combinational	0.0128	0.0166
[cell families (layout without fill, tap and decap cells)]
group / after synthesis / count (layout) / synth area share [%]
AND/OR/NAND/NOR: 13 / 13 / 17.0
adder cells (fa/ha/maj): 2 / 2 / 4.93
XOR/XNOR: 2 / 2 / 3.45
flip-flops: 11 / 11 / 54.2
AND-OR/OR-AND: 15 / 15 / 19.0
buffers and inverters: 2 / 9 / 1.48
