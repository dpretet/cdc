==> /design/flow/design.v <==
`timescale 1 ns / 1 ps
`default_nettype none
module data_bus_synchro
    #(
    parameter BUS_WIDTH = 8
    )(
    input  wire                 aclk_i,
    input  wire                 arstn_i,
    input  wire                 aclk_o,
    input  wire                 arstn_o,
    input  wire                 tvalid_i,
    output wire                 tready_i,
    input  wire [BUS_WIDTH-1:0] tdata_i,
    output wire                 tvalid_o,
    output reg  [BUS_WIDTH-1:0] tdata_o
    );
    hsk_pulse_synchro ctrl (
    .aclk_i     (aclk_i),
    .arstn_i    (arstn_i),
    .aclk_o     (aclk_o),
    .arstn_o    (arstn_o),
    .tvalid_i   (tvalid_i),
    .tready_i   (tready_i),
    .tvalid_o   (tvalid_o)
    );
    always @ (posedge aclk_o or negedge arstn_o) begin
        if (arstn_o == 1'b0) begin
            tdata_o <= {BUS_WIDTH{1'b0}};
        end
        else begin
            if (tvalid_o == 1'b1)
                tdata_o <= tdata_i;
            else
                tdata_o <= tdata_o;
        end
    end
endmodule
`resetall
`timescale 1 ns / 1 ps
`default_nettype none
module ffd_synchro
    (
    input wire  aclk,
    input wire  arstn,
    input wire  tvalid_i,
    output wire tvalid_o
    );
    reg [1:0] synchro;
    always @ (posedge aclk or negedge arstn) begin
        if (arstn == 1'b0) begin
            synchro <= 2'b0;
        end
        else begin
            synchro <= {synchro[0], tvalid_i};
        end
    end
    assign tvalid_o = synchro[1];
endmodule
`resetall
`timescale 1 ns / 1 ps
`default_nettype none
module hsk_pulse_synchro
    (
    input  wire aclk_i,
    input  wire arstn_i,
    input  wire aclk_o,
    input  wire arstn_o,
    input  wire tvalid_i,
    output wire tready_i,
    output reg  tvalid_o
    );
    reg  pulse_mux;
    wire pulse_mux_sync;
    wire pulse_back;
    wire pulse_passed_in_dest;
    reg  pulse_mux_sync_ffd;
    always @ (posedge aclk_i or negedge arstn_i) begin
        if (arstn_i == 1'b0) begin
            pulse_mux <= 1'b0;
        end
        else begin
            if (tvalid_i == 1'b1)
                pulse_mux <= 1'b1;
            else begin
                if (pulse_back == 1'b1)
                    pulse_mux <= 1'b0;
                else
                    pulse_mux <= pulse_mux;
            end
        end
    end
    assign tready_i = ~(pulse_back | pulse_mux);
    ffd_synchro pulse_resync(aclk_o, arstn_o, pulse_mux, pulse_mux_sync);
    ffd_synchro pulse_bck2src(aclk_i, arstn_i, pulse_mux_sync, pulse_back);
    assign pulse_passed_in_dest = pulse_mux_sync & ~pulse_mux_sync_ffd;
    always @ (posedge aclk_o or negedge arstn_o) begin: destination
        if (arstn_o == 1'b0) begin
            pulse_mux_sync_ffd <= 1'b0;
            tvalid_o <= 1'b0;
        end
        else begin
            pulse_mux_sync_ffd <= pulse_mux_sync;
            tvalid_o <= pulse_passed_in_dest;
        end
    end
endmodule
`resetall
==> /design/flow/run.sh <==
#!/bin/bash
# OpenROAD 26Q1-2900-gdf79404cd8, Yosys 0.63+post, stock flow scripts
make -C /OpenROAD-flow-scripts/flow DESIGN_CONFIG=/design/flow/config.mk WORK_HOME=/design/flow/orfs finish
==> /design/flow/config.mk <==
export PLATFORM = sky130hd
export DESIGN_NAME = data_bus_synchro
export DESIGN_NICKNAME = data_bus_synchro
export VERILOG_FILES = /design/flow/design.v
export SDC_FILE = /design/flow/constraint.sdc
export NUM_CORES = 4
export LEC_CHECK = 1
export CORE_AREA = 10 10 70 70
export DIE_AREA = 0 0 80 80
==> /design/flow/constraint.sdc <==
current_design data_bus_synchro

set clk_period 1.0
set clk_io_pct 0.2

create_clock -name clk0 -period $clk_period [get_ports {aclk_i}]
create_clock -name clk1 -period $clk_period [get_ports {aclk_o}]

set non_clock_inputs [all_inputs -no_clocks]
set_input_delay [expr $clk_period * $clk_io_pct] -clock clk0 $non_clock_inputs
set_output_delay [expr $clk_period * $clk_io_pct] -clock clk0 [all_outputs]
==> out/metrics.cfg <==
[worst_setup_path]
startpoint_type = flip-flop
r2r_cells = 2
cp_max_fo = 2
cp.required_ns = 0.80
cp.arrival_ns = 0.79
critPathKind = reg -> out
end_kind = output pin

[sta]
slew_violations = 0
fin_skew_ns = 0.000900
tightest_slew_ns = 0.132
slew_headroom_pct = 91.1
final_hold_viol_count = 0
finalSetupViolCount = 0
rsz0062_at_grt = yes

[power_and_ir_drop]
power_frac_seq_pct = 43.8
clkPwrFrac_pct = 35.6
ir_worst_vdd_mv = 1.16
p_leak_nw = 0.424
p_sw_w = 0.000345
powerDensity_nw_per_um2 = 1870
p_total_w = 0.00167
p_comb_share_pct = 20.5
switching_share_pct = 20.6
p_int_w = 0.00133

[global_route]
gr-total-overflow = 0
antenna_found_initial = 0
grt_pass1_wl_um = 1880
track_usage_pct = 3.84
grt_max_degree = 13
grt_pass1_vias = 388

[die]
die_area_um2 = 6400
core.rowCount = 21
ios = 23
core-area_um2 = 3420
die_w_um = 80
fp_util_pct = 15.5
die_y_um = 80

[run]
warning_count = 28
cap_violations = 0

[cts]
ctsHoldBuffers = 0
cts_sinks = 15
cts_tree = done
path_clk_slew_ns = 0.04

[synthesis]
ys.flops = 15
syn_area_um2 = 528
ys_seq_share_pct = 71.1
yosysWarnings = 3
ys_area_um2 = 528
yosysCellCount = 28
synthCells = 28
syn_area_per_cell_um2 = 18.9
synth_cell_type_count = 7

[worst_hold_path]
hold_path.class = in -> async

[detailed_routing]
num_antenna_cells = 0
dr_total_vias = 347
drt_iter0_drc = 0
drc_errors = 0
drt-total-wl_um = 1240
routed_via_density = 3.10
ant_nets = 0
drt_first_pass_iters = 1
wl_per_cell_um = 11.0

[final_layout]
post-route-util_pct = 26.1
fillCellCount = 356
layout-drive-gt1-share_pct = 53.0
syn_to_final_growth_pct = 69.0

[placed_design]
gp_congestion = 0.656
dpl.hpwl_um = 859
port_buffers = 21

[status]
status = finished clean

power groups by stage:
stage | clock [W] | sequential (W) | combinational, W
global route | 0.000659 | 0.000745 | 0.000376
CTS | 0.000633 | 0.000731 | 0.000353
finish | 0.000596 | 0.000732 | 0.000343
logic make-up (layout without fill, tap and decap cells):
kind of cell    after synthesis  in the layout  synth area share (%)
mux                           8              8                  22.7
flops                        15             15                  71.1
compound gates                1              1                  1.42
buf+inv                       2             40                  2.84
simple gates                  2              2                  1.90
layout by cell type, fill, tap and decap left out:
master and count:
dfrtp_1 15, clkdlybuf4s50_1 11, buf_2 10, mux2_4 8, buf_4 7, clkbuf_4 6
buf_6 2, inv_1 1, a21o_1 1, nor2b_1 1, nor2_1 1, clkbuf_1 1
clkbuf_8 1, buf_12 1
Yosys cell counts, drive strengths merged:
library cell	n	area [um^2]
a21o	1	7.51
nor2b	1	6.26
nor2	1	3.75
dfrtp	15	375
buf	1	11.3
inv	1	3.75
mux2	8	120
per-layer routing:
layer	vias up	global-route usage (%)	routed length, um
met5	-	0	0
met2	18	4.98	508
met1	161	4.33	508
li1	166	-	-
met3	2	3.86	213
met4	0	0.880	5
critical path: stages, from the launching register on:
cell     delay, ns
dfrtp_1       0.37
nor2_1        0.09
buf_2         0.10
flip-flops by register name (all words and copies together), names as in the netlist:
register / flops
ctrl.pulse_bck2src.synchro: 2
tdata_o: 8
ctrl.pulse_mux: 1
ctrl.pulse_resync.synchro: 2
ctrl.tvalid_o: 1
ctrl.pulse_mux_sync_ffd: 1
area by class of cell:
type | count | area (um^2) | area share, %
Sequential cell | 15 | 375 | 42.1
Multi-Input combinational cell | 11 | 138 | 15.4
Inverter | 1 | 3.75 | 0.421
Clock buffer | 8 | 62.6 | 7.01
Tap cell | 46 | 57.6 | 6.45
Timing Repair Buffer | 31 | 255 | 28.6
metrics by stage:
step | cell area (um^2) | cells | hold slack, ns | TNS, ns | setup WS [ns]
after floorplan | 528 | 28 | -0.0956 | 0 | 0.101
after global placement | 827 | 98 | 0.338 | -0.176 | -0.143
after detailed placement | 827 | 98 | 0.335 | -0.213 | -0.173
after CTS | 885 | 112 | 0.140 | -0.00572 | -0.00572
after global routing | 892 | 112 | 0.138 | -0.158 | -0.0641
final | 892 | 112 | 0.149 | 0 | 0.00983
worst paths after layout:
kind	from	slack (ns)	end
max	ctrl.pulse_bck2src.synchro[1]	0.01	tready_i
min	arstn_i	0.15	ctrl.pulse_mux
max reg2reg	ctrl.tvalid_o	0.05	tdata_o[5]
min reg2reg	ctrl.pulse_resync.synchro[0]	0.35	ctrl.pulse_resync.synchro[1]
max in group clk1	ctrl.tvalid_o	0.05	tdata_o[5]
max in group asynchronous	arstn_o	0.64	tdata_o[4]
min in group clk1	ctrl.pulse_resync.synchro[0]	0.35	ctrl.pulse_resync.synchro[1]
min in group clk0	ctrl.pulse_bck2src.synchro[0]	0.36	ctrl.pulse_bck2src.synchro[1]
timing repair:
| item | CTS | global route |
|---|---|---|
| gates cloned | 0 | 0 |
| buffers inserted | 6 | 1 |
| pin swaps | 0 | 1 |
| resized | 30 | 2 |
| endpoints found under the setup margin | 10 | 16 |
Power and IR drop assume default switching activity.
